File: /design/flow/config.mk
export PLATFORM = sky130hd
export DESIGN_NAME = bmstu_task_10
export DESIGN_NICKNAME = bmstu_task_10
export VERILOG_FILES = /design/flow/design.v
export SDC_FILE = /design/flow/constraint.sdc
export NUM_CORES = 4
export LEC_CHECK = 1
export CORE_UTILIZATION = 40
File: /design/flow/constraint.sdc
current_design bmstu_task_10

set clk_period 3.1
set clk_io_pct 0.2

create_clock -name clk0 -period $clk_period [get_ports {clk_in}]

set non_clock_inputs [all_inputs -no_clocks]
set_input_delay [expr $clk_period * $clk_io_pct] -clock clk0 $non_clock_inputs
set_output_delay [expr $clk_period * $clk_io_pct] -clock clk0 [all_outputs]
File: /design/flow/design.v
`timescale 1ns / 1ps
module bmstu_task_10 #(parameter WIDTH = 8, parameter NUM = 4)(
        input clk_in,
        input [WIDTH-1:0] data_in,
        output [NUM-1:0][WIDTH-1:0] out,
        output [NUM-1:0] out_valid
    );
    reg [NUM-1:0][WIDTH-1:0] data = 'h0;
    reg [NUM-1:0] data_valid = 'h0;
    assign out = data;
    assign out_valid = data_valid;
    genvar i;
    integer j;
    wire [NUM-1:0] comp_mask;
    wire [NUM-1:0] data_mask;
    wire [NUM-1:0] shift_mask;
    assign data_mask = comp_mask ? comp_mask - 1 : comp_mask;
    assign shift_mask = data_mask ? data_mask : {NUM{1'b1}};
    generate
        for (i = 0; i < NUM; i = i + 1) 
            assign comp_mask[i] = (data[i] == data_in) & data_valid[i];
    endgenerate
    always@(posedge clk_in) begin
        for (j = 1; j < NUM; j = j + 1) begin 
            data[j] <= (shift_mask[j - 1]) ? data[j - 1] : data[j]; 
        end
        data[0] <= data_in;
        data_valid <= (data_mask) ? data_valid : (data_valid << 1) | 4'b1; 
    end
endmodule
File: /design/flow/run.sh
#!/bin/bash
# OpenROAD 26Q1-2900-gdf79404cd8, Yosys 0.63+post, stock flow scripts
make -C /OpenROAD-flow-scripts/flow DESIGN_CONFIG=/design/flow/config.mk WORK_HOME=/design/flow/orfs finish
==> out/metrics.cfg <==
[logic_synthesis]
netlist_area_mm2=0.001495
yosysMostFrequentCell=edfxtp_1
edf_count=28
synthCells=103
area_leaders=edfxtp_1 (56%), dfxtp_1 (11%), xnor2_1 (11%)
async_reset_ff_frac=0
numSynthFlops=36
yosys_warnings=1
synth_seq_share=0.6695
synthTopCellsByCount=edfxtp_1 (28), xnor2_1 (18), xor2_1 (14), dfxtp_1 (8), nand4_1 (6)
avgSynthCellArea_um2=14.52
top_cell_area_share=0.5623
synthDistinctLibCells=22
largest_area_cell=edfxtp_1
ys_cells=103
ff_type=edfxtp_1
yosysChipArea_mm2=0.001495

[grt]
grt_start_max_net_pins=12
grt_pass1_vias=1042
antenna_found_initial=0
grt_usage=0.1885
grt_pass1_wl_um=5278
overflow=0

[clocking]
htreeDepth=2
clk_pin_slew_ns=0.07
clock_sinks=36
cts_tree=built
ctsResizeCount=0
postCtsSetupBuffers=0
clockRootBuffer=clkbuf_8
holdBufCountCts=0
clock_latency_ns=0.28
cts_buffers=5
clock_path_buffers=2

[setup_path]
r2r_start=data[8]
cp_data_arrival_time_ns=2.72
startpoint=data_in[5]
r2r_end=data[16]
r2r_cells=7
path_class=in -> reg
critPathLaunchType=input pin
cp-end-kind=flip-flop
reg2reg_slack_ns=0.87
critPathRequiredTime_ns=3.09
path_max_fanout=8

[pwr]
clock_power_share=0.366
p_leak_nw=0.7942
p_sw_frac=0.2048
switchingPower_w=0.0002241
p_total_w=0.001094
irDropWorstVdd_uv=333.8
combPwrFrac=0.108
power_per_cell_area_mw_per_mm2=504.7
p_seq_frac=0.526
power.internal_w=0.0008702

[flow_run]
drv_cap=0
tool_warnings=25

[sta]
fin_setup_tns_ns=0
finalCritPeriodShare=0.8800
relSlewSlack=0.6509
hold_slack_ns=0.4896
rsz0062_at_grt=false
fmax_mhz=366.6
max_slew.worst_pin.slew_ns=0.5197
clock_skew_ns=0.003765
hold_viol_final=0
drv_slew=0
setup_violations=0
period_needed_ns=2.728

[detailed_routing]
drc=0
wirelength_um=3236
wire_per_inst_um=15.41
drt_iter0_markers=37
ant_nets=0
drtPass1Iterations=4
diodes=0
vias_per_cell=4.843
vias=1017

[cells_and_area]
fillers=271
area_growth_pct=45.02
fin_util=0.6252
drive_above_1_share=0.1159

[place]
io_buffers=44
dpl.hpwl_um=2426
place_congestion=0.8395

[floorplan]
floorplan.core_util=0.4311
core.rowCount=21
core_mm2=0.003468
die_area_mm2=0.003987
die_w_um=63.14
pin_count=45
dieHeight_um=63.14

[min_path]
min_path_cells=0
hold_class=reg -> reg
worstHoldEndpoint=data[11]
min_from=data[3]

[status]
outcome=completed

how the worst max path moves through the flow:
stage | slack, ns | cells after the start | endpoint
6_report | 0.37 | 8 | data[16]
4_1_cts | 0.39 | 8 | data[18]
5_1_grt | 0.22 | 8 | data[16]
cell families after synthesis:
group,synth area share
other,0.002508
AOI/OAI and AO/OA,0.03012
xor gates and xnor gates,0.1874
DFF,0.6695
and+or+nand+nor,0.09708
buffers and inverters,0.005023
adders and majority gates,0.008367
cells in the final DEF, fill, tap and decap left out, types with 2 or more instances in the layout:
master and instances:
nor3_1 3, buf_4 9, clkbuf_8 5, edfxtp_1 28, dfxtp_1 8, nor4_1 3
xnor2_1 18, nand4_1 6, a21oi_1 3, inv_1 2, nand2_1 4, nand3_1 3
xor2_1 14, clkdlybuf4s50_1 44
registers in the layout, indices dropped and copies added (netlist names):
| signal | count |
|---|---|
| data | 32 |
| data_valid | 4 |
per-stage QoR:
stage / instances / area [um^2] / setup slack [ns]
5_1_grt: 210 / 2168 / 0.2198
4_1_cts: 210 / 2168 / 0.3877
3_3_place_gp: 202 / 2061 / 0.1050
3_5_place_dp: 202 / 2061 / 0.1022
6_report: 210 / 2168 / 0.3721
2_1_floorplan: 103 / 1495 / 0.5219
worst max-delay path, stage by stage:
cell	delay [ns]
clkdlybuf4s50_1	0.54
xor2_1	0.22
nor4_1	0.27
nand4_1	0.16
ha_1	0.26
and2_1	0.19
a41oi_1	0.22
buf_4	0.23
per-layer routing:
metal	up-vias	GRT usage	part of all wire
met5	-	0	0
met4	0	0.02616	0.017
met3	7	0.04779	0.068
met2	47	0.2702	0.44
met1	474	0.3214	0.48
li1	489	-	-
final cells by class:
cell class	count	area [um^2]	share of cell area
inverter	2	7.507	0.003462
clock inverter	2	35.03	0.01616
timing repair buffer	53	508.0	0.2343
tap	46	57.56	0.02654
sequential	36	1001	0.4616
multi-input combinational	65	486.7	0.2245
clock buffer	6	72.57	0.03347
power by group through the flow:
stage / logic (W) / registers, W / clock network (W)
finish: 0.000118 / 0.000576 / 0.000401
global route: 0.000129 / 0.000580 / 0.000429
CTS: 0.000120 / 0.000576 / 0.000407
Power and IR drop assume default switching activity.
